### design/flow/run.sh
#!/bin/bash
# OpenROAD 26Q1-2900-gdf79404cd8, Yosys 0.63+post, stock flow scripts
make -C /OpenROAD-flow-scripts/flow DESIGN_CONFIG=/design/flow/config.mk WORK_HOME=/design/flow/orfs finish
### design/flow/design.v
`timescale 1ns/10ps
module  CONV(
	input	wire				clk,
	input	wire				reset,
	output reg 				busy,	
	input	wire				ready,	
	output reg [11:0]	iaddr,
	input	wire [19:0] idata, 		 
	output reg	 			cwr,
	output reg [11:0]	caddr_wr,
	output reg [19:0]	cdata_wr,  
	output reg	 			crd,
	output reg [11:0]	caddr_rd, 
	input	wire [19:0]	cdata_rd,  
	output reg [2:0] 	csel	 
);
	localparam [19:0] KERNEL_0_0 = 20'h0A89E;
	localparam [19:0] KERNEL_0_1 = 20'h092D5;
	localparam [19:0] KERNEL_0_2 = 20'h06D43;
	localparam [19:0] KERNEL_0_3 = 20'h01004;
	localparam [19:0] KERNEL_0_4 = 20'hF8F71;
	localparam [19:0] KERNEL_0_5 = 20'hF6E54;
	localparam [19:0] KERNEL_0_6 = 20'hFA6D7;
	localparam [19:0] KERNEL_0_7 = 20'hFC834;
	localparam [19:0] KERNEL_0_8 = 20'hFAC19;
	localparam [19:0] KERNEL_1_0 = 20'hFDB55;
	localparam [19:0] KERNEL_1_1 = 20'h02992;
	localparam [19:0] KERNEL_1_2 = 20'hFC994;
	localparam [19:0] KERNEL_1_3 = 20'h050FD;
	localparam [19:0] KERNEL_1_4 = 20'h02F20;
	localparam [19:0] KERNEL_1_5 = 20'h0202D;
	localparam [19:0] KERNEL_1_6 = 20'h03BD7;
	localparam [19:0] KERNEL_1_7 = 20'hFD369;
	localparam [19:0] KERNEL_1_8 = 20'h05E68;
	parameter [19:0] BIAS_0 = 20'h01310;
	parameter [19:0] BIAS_1 = 20'hF7295;
	reg [20:0] 	ma;
	reg [19:0]	mb;
	reg  				me;
	wire [40:0] mo;
	wire 				mv;
	multi_div
	#(
	  .SIZE_A(21),
	  .SIZE_B(20),
	  .SIGNED(1),
	  .STEP_SIZE(1) 
	) multi_u1(
	  .clk(clk),.reset(reset),
	  .en(me),
	  .select(1'b0),
	  .a(ma),
	  .b(mb),
	  .P(mo),
	  .div_zero(),
	  .Valid(mv),
	  .Busy()
	);
	parameter LAYER_0 	= 0,
						LAYER_1_2 = 1,
						IDLE 			= 2;
	reg [1:0] 				state;
	reg 							IMG_S;
	reg [5:0] 				state_x,state_y;
	reg [3:0] 				state_step;
	reg [1:0] 				state_dx,state_dy;  
	reg signed [43:0] write_reg;
	always@(*)begin
		busy <= state==IDLE ? 0:1;
	end
	always @(posedge clk or posedge reset) begin
		if(reset)begin
			state <= IDLE;
			cwr <= 0;
			IMG_S <= 0;
			me<= 0;
			write_reg <= 0;
			state_step <= 0;
			{state_y,state_x} 	<= 0;
			{state_dx,state_dy} <= 0;
		end else begin
			case(state)
				LAYER_0:begin	
					case(state_step)
						0:begin
							if( $signed(state_x+state_dx-1) < 0 || $signed(state_x+state_dx-1) > 63 
								|| $signed(state_y+state_dy-1) < 0 || $signed(state_y+state_dy-1) > 63)begin
								iaddr <= 0;	
								state_step <= 3;
							end else begin
								iaddr[11:6] 	<= state_y + state_dy - 1;
								iaddr[5:0] 	<= state_x + state_dx - 1;
								state_step <= state_step + 1;
							end
						end
						1:begin
							me <= 1;
							ma <= idata;
							if(IMG_S==0)begin
								case({state_dy,state_dx})
									{2'd0,2'd0}: mb <= KERNEL_0_0;
									{2'd0,2'd1}: mb <= KERNEL_0_1;
									{2'd0,2'd2}: mb <= KERNEL_0_2;
									{2'd1,2'd0}: mb <= KERNEL_0_3;
									{2'd1,2'd1}: mb <= KERNEL_0_4;
									{2'd1,2'd2}: mb <= KERNEL_0_5;
									{2'd2,2'd0}: mb <= KERNEL_0_6;
									{2'd2,2'd1}: mb <= KERNEL_0_7;
									{2'd2,2'd2}: mb <= KERNEL_0_8;
									default mb <= 0;
								endcase
							end
							else begin
								case({state_dy,state_dx})
									{2'd0,2'd0}: mb <= KERNEL_1_0;
									{2'd0,2'd1}: mb <= KERNEL_1_1;
									{2'd0,2'd2}: mb <= KERNEL_1_2;
									{2'd1,2'd0}: mb <= KERNEL_1_3;
									{2'd1,2'd1}: mb <= KERNEL_1_4;
									{2'd1,2'd2}: mb <= KERNEL_1_5;
									{2'd2,2'd0}: mb <= KERNEL_1_6;
									{2'd2,2'd1}: mb <= KERNEL_1_7;
									{2'd2,2'd2}: mb <= KERNEL_1_8;
									default mb <= 0;
								endcase
							end
							state_step <= state_step + 1;
						end
						2:begin
							me <= 0;
							if(mv)begin  
								write_reg <= $signed(write_reg) + $signed(mo); 
								state_step <= state_step + 1;
							end
							else state_step <= state_step;
						end
						3:begin
							if(state_dy == 2 && state_dx == 2)begin
								{state_dx,state_dy} <= 0;
								state_step <= state_step + 1;
								if(IMG_S) write_reg <= $signed(write_reg) + ($signed(BIAS_1)<<16);
								else write_reg <= $signed(write_reg) + ($signed(BIAS_0)<<16);
							end else if(state_dx == 2)begin
								state_dx <= 0;
								state_dy <= state_dy + 1;
								state_step <= 0;
							end else begin
								state_dx <= state_dx + 1;
								state_step <= 0;
							end
						end
						4:begin
								cwr <= 1;
								csel <= IMG_S ? 2:1;
								state_step <= state_step + 1;
								caddr_wr <= {state_y,state_x};
								cdata_wr <= (write_reg < 0) ? 0 :  ((write_reg>>16)+write_reg[15]) ;  
						end
						5:begin
							cwr <= 0;
							if(state_y == 63 && state_x == 63)begin
								if(IMG_S)begin
									state <= LAYER_1_2;
									IMG_S <= 0;
								end else begin
									IMG_S <= 1;
								end 	
								state_x <= 0;
								state_y <= 0;
							end 
							else if(state_x == 63)begin
								state_x <= 0;
								state_y <= state_y + 1; 
							end 
							else begin
								state_x <= state_x + 1;
							end
							state_dx <= 0;
							state_dy <= 0;
							state_step <= 0;
							write_reg <= 0;
						end
					endcase
				end 
				LAYER_1_2:begin
					case(state_step)
						0:begin
							csel <= IMG_S ? 2 : 1;
							cwr <= 0;
							crd <= 1;
							caddr_rd[11-:5] <= state_y; 
							caddr_rd[5-:5]  <= state_x; 
							caddr_rd[6] <= 0;
							caddr_rd[0] <= 0;
							state_step <= state_step + 1;
						end
						1:begin
							caddr_rd[6] <= 0;
							caddr_rd[0] <= 1;
							write_reg <= 	cdata_rd;			
							state_step <= state_step + 1;
						end
						2:begin
							caddr_rd[6] <= 1;
							caddr_rd[0] <= 0;
							write_reg <= (write_reg > cdata_rd) ? write_reg : cdata_rd;			
							state_step <= state_step + 1;
						end
						3:begin
							caddr_rd[6] <= 1;
							caddr_rd[0] <= 1;
							write_reg <= (write_reg > cdata_rd) ? write_reg : cdata_rd;			
							state_step <= state_step + 1;
						end
						4:begin
							crd <= 0;
							cwr <= 1;
							csel <= IMG_S ? 4 : 3;
							caddr_wr <= {2'b00,state_y[4:0],state_x[4:0]};
							cdata_wr <= (write_reg > cdata_rd) ? write_reg : cdata_rd;			
							state_step <= state_step + 1;
						end
						5:begin
							csel <= 5;
							if(IMG_S) caddr_wr <= {1'b0,state_y[4:0],state_x[4:0],1'b1};
							else caddr_wr <= {1'b0,state_y[4:0],state_x[4:0],1'b0};
							state_step <= state_step + 1;
						end
						6:begin
							cwr <= 0;
							if(state_y==31 && state_x==31)begin
								if(IMG_S)begin
									state <= IDLE;
									IMG_S <= 0;
								end else begin
									IMG_S <= 1;
								end
								state_x <= 0;
								state_y <= 0;
							end
							else if(state_x == 31)begin
								state_y <= state_y + 1;
								state_x <= 0;
							end else begin
								state_x <= state_x + 1;
							end
							state_step <= 0;
						end
					endcase
				end
				IDLE:begin
					if(ready)begin
						state <= LAYER_0;
					end
					cwr <= 0;
					IMG_S <= 0;
					me <= 0;
					write_reg <= 0;
					state_step <= 0;
					{state_y,state_x} 	<= 0;
					{state_dx,state_dy} <= 0;
				end
			endcase
		end
	end
endmodule
module multi_div
#(
  parameter SIZE_A = 128,
  parameter SIZE_B = 64,
  parameter SIGNED = 0,
  parameter STEP_SIZE = 1 
)(
  input wire clk,reset,
  input wire en,
  input wire select,
  input wire [SIZE_A-1:0] a,
  input wire [SIZE_B-1:0] b,
  output reg [SIZE_A+SIZE_B-1:0] P,
  output reg div_zero,
  output reg Valid,
  output reg Busy
);
  parameter READ_IN       = 0,
            CALCULATE     = 1,
            PREPARE_DATA  = 2,
            DATA_OUT      = 3;
  reg [1:0] state;
  reg [9:0] state_counter;
  reg neg_signed;
  reg [SIZE_A-1:0] data_b;
  reg [SIZE_A+SIZE_B:0] r;   
  always@(*)begin
    Valid <= (state == DATA_OUT) ? 1'b1:1'b0;
    Busy  <= (state == CALCULATE || state == PREPARE_DATA) ? 1'b1:1'b0;
  end
  always@(posedge clk or posedge reset)begin
    if(reset)begin
      state <= READ_IN;
      state_counter <= 0;
    end else begin
      case(state)
        READ_IN   :begin
          if(en)begin
            if(select && b==0)begin
              state <= DATA_OUT;
              div_zero <= 1;
            end else begin
              state <= CALCULATE;
              div_zero <= 0;
            end 
            state_counter <= 0;
          end  
        end
        CALCULATE :begin
          if(state_counter == (SIZE_A/STEP_SIZE)-1)begin
            state <= PREPARE_DATA;
            state_counter <= 0;
          end
          else begin
            state_counter <= state_counter + 1;
          end
        end
        PREPARE_DATA:begin
          state <= DATA_OUT;
          state_counter <= 0;
        end
        DATA_OUT  :begin
          state <= READ_IN;
          state_counter <= 0;
        end
        default begin
          state <= READ_IN;
          state_counter <= 0;
        end
      endcase
    end
  end
  reg [SIZE_A-1:0] na;
  reg [SIZE_B-1:0] nb;
  reg in_select;
  integer i;
  always@(posedge clk or posedge reset)begin
    if(reset)begin
      r = 0;
      data_b = 0;
			P = 0;
      neg_signed = 0;
    end else begin
      case(state)
        READ_IN   :begin
          if(en)begin
            if(SIGNED)begin
              neg_signed = a[SIZE_A-1] ^ b[SIZE_B-1];
              na = a[SIZE_A-1] ? -a:a;
              nb = b[SIZE_B-1] ? -b:b;
            end
            else begin
              na = a;
              nb = b;
            end
            r = {na,1'b0,{SIZE_B{1'b0}}};
            data_b = nb;
            in_select = select;
          end  
        end
        CALCULATE :begin
          for(i=0;i<STEP_SIZE;i=i+1)begin 
          	r = r[SIZE_A+SIZE_B] ? ((r<<1)+data_b) : (r<<1);
          end
        end
        PREPARE_DATA:begin
          P = r[SIZE_A+SIZE_B-1:0];
          if(neg_signed)begin
            P = -P;
          end
        end
      endcase
    end
  end
endmodule
### design/flow/config.mk
export PLATFORM = sky130hd
export DESIGN_NAME = CONV
export DESIGN_NICKNAME = CONV
export VERILOG_FILES = /design/flow/design.v
export SDC_FILE = /design/flow/constraint.sdc
export NUM_CORES = 4
export LEC_CHECK = 1
export CORE_UTILIZATION = 40
### design/flow/constraint.sdc
current_design CONV

set clk_period 9.8
set clk_io_pct 0.2

create_clock -name clk0 -period $clk_period [get_ports {clk}]

set non_clock_inputs [all_inputs -no_clocks]
set_input_delay [expr $clk_period * $clk_io_pct] -clock clk0 $non_clock_inputs
set_output_delay [expr $clk_period * $clk_io_pct] -clock clk0 [all_outputs]
==> changes_impl.md <==
### Changed

- Chip area estimate from yosys synthesis: 19330 um^2
- Width of the chip: 221.8 um
- Dominant logic cell types in the final layout: sky130_fd_sc_hd__o21ai_0 (246), sky130_fd_sc_hd__nand2_1 (211), sky130_fd_sc_hd__a21oi_1 (208)
- Post-Syn Area per Cell: 8.691 um^2
- Maximum resistive drop on vdd: 0.1328 mV
- Fraction of final layout cells sized beyond drive strength 1: 5.124%
- Share of the yosys chip area belonging to registers: 39.42%
- Die Height: 221.8 um
- Hold/Removal Path Class: flip-flop to flip-flop
- Layout area overhead: 14.39%
- Tot Pwr: 4.525 mW
- Biggest fanout along the worst timing path: 11
- Starting DRT DRC Count: 1161
- Final Hold Fails: 0
- Cell types with the largest area share after synthesis: sky130_fd_sc_hd__dfrtp_1 (24%), sky130_fd_sc_hd__edfxtp_1 (15%), sky130_fd_sc_hd__ha_1 (8.1%), sky130_fd_sc_hd__o21ai_0 (6.4%), sky130_fd_sc_hd__a21oi_1 (5.4%)
- Post-synthesis cell count: 2224
- Areal power density over the cells: 204.6 nW/um^2
- Highest Clock Rate: 203.3 MHz
- Latest clock arrival within the worst-skew pair: 0.56 ns
- Count of warning messages emitted by the tools: 45
- Aggregate negative setup slack: 0 ns
- Final Setup Violations: 0
- Path type of the worst setup path: primary input to flip-flop
- Share of the core filled by cells before placement: 40.48%
- Relative slew slack: 40.71%
- Root Buffer: sky130_fd_sc_hd__clkbuf_16
- Outcome: finished clean
- Slew of the pin with the lowest slew margin: 0.8861 ns
- CP Capture Type: flip-flop
- Routed Wire Length: 53690 um
- DRT antenna net count: 0
- Number of standard-cell rows in the floorplan: 80
- Arrival time worst endpoint: 5.37 ns
- Vias in the first global route: 15530
- Async S/R FF share, synth: 65.96%
- Combined area of the multi-input logic cells: 10910 um^2
- Mux share of post-synthesis cell area: 1.735%
- Length of the first detailed-routing pass in iterations: 7
- Synth Area in Compound Gates: 23.08%
- Number of setup buffers added after CTS: 0
- Number of flip-flops and latches in the synthesized netlist: 285
- Area share of fa/ha/maj cells after synthesis: 8.506%
- Average detailed-routed wire length per instance: 18.40 um
- Max reg flops: 44
- Top Ports: 105
- Antenna Cells: 0
- Most instantiated logic cell after routing: sky130_fd_sc_hd__o21ai_0
- Clock period minus worst slack: 4.920 ns
- Primary flip-flop cell chosen by synthesis mapping: sky130_fd_sc_hd__dfrtp_1
- TritonCTS Buffers: 35
- Simple-gate area share of the yosys netlist: 15.92%
- Clock tree from TritonCTS: done
- Maximum number of pins on one net before global-route repair: 104
- Post-route cell area: 22110 um^2
- Max-slew violation count: 0
- Count of filler cells inserted in the layout: 4421
- Core region area: 47750 um^2
- First-pass GRT wire length: 86110 um
- Cell count in the Yosys report: 2224
- Cell taking the most area after synthesis: sky130_fd_sc_hd__dfrtp_1
- Placed Cells: 2855
- RD Place Congestion: 0.9412
- Via density: 5.629
- Netlist area before placement: 19330 um^2
- Remaining DRCs: 0
- P_leak: 9.352 nW
- Total gr overflow: 0
- Worst slack after detailed placement: 4.285 ns
- Count of different cell masters after synthesis: 79
- RSZ-0062 raised after global routing: no
- Max-Cap Viols: 0
- Global Route Usage Sum: 22.75%
- Final Hold Slack: 0.4886 ns
- Vias post-DR: 16430
- Final cell utilization of the core: 46.31%
- HPWL Detailed: 39340 um
- CTS hold repair buffers: 0
- Total of buffers placed on input and output ports: 104
- Clock transition at path regs: 0.06 ns
- Non-Filler Instances: 2918
- CTS H-Tree Depth: 2
- Dominant combinational family: AND-OR/OR-AND gates
- Worst Path Required: 10.25 ns
- Worst-case clock buffer depth: 3
- Layout Skew: 0.02468 ns
- Xor and xnor fraction of the mapped netlist area: 6.978%
- Number of sinks handled by clock tree synthesis: 285
- Period utilization: 50.20%
- Register Area: 7621 um^2
- Type of element launching the critical path: primary input
- CTS-repair resized insts: 0
- Tally of yosys warning messages: 2
- Post-layout worst setup margin: 4.880 ns
- Instance area after placement: 20980 um^2
- Area of the chip: 49200 um^2
- Post-synth EDFFs: 97
- Initial antenna violation count: 0
- Fraction of post-synthesis cell area in the top cell type by area: 24.08%
==> routing by layer <==
metal | vias to the layer above | track usage, % | wire [um]
li1 | 8163 | - | -
met5 | - | 0 | 0
met3 | 62 | 4.589 | 3242
met4 | 0 | 4.144 | 1078
met2 | 441 | 34.46 | 24260
met1 | 7759 | 35.25 | 25110
==> Yosys cell counts (21+ instances only) <==
library cell,n
sky130_fd_sc_hd__o21ai_0,248
sky130_fd_sc_hd__nand2_1,211
sky130_fd_sc_hd__a21oi_1,208
sky130_fd_sc_hd__nor2_1,205
sky130_fd_sc_hd__dfrtp_1,186
sky130_fd_sc_hd__ha_1,125
sky130_fd_sc_hd__clkbuf_1,103
sky130_fd_sc_hd__inv_1,103
sky130_fd_sc_hd__edfxtp_1,97
sky130_fd_sc_hd__xor2_1,82
sky130_fd_sc_hd__xnor2_1,72
sky130_fd_sc_hd__nand3_1,56
sky130_fd_sc_hd__a21o_1,55
sky130_fd_sc_hd__nor3_1,41
sky130_fd_sc_hd__o22ai_1,39
sky130_fd_sc_hd__mux2i_1,29
sky130_fd_sc_hd__o31ai_1,22
sky130_fd_sc_hd__and3_1,21
==> cells by family (layout without fill, tap and decap cells) <==
family / count (synthesis) / count (layout)
compound gates: 735 / 735
simple gates: 665 / 665
flops: 285 / 285
buf+inv: 223 / 302
xor+xnor: 154 / 154
fa+ha+maj: 129 / 129
mux: 33 / 33
==> report_power, final <==
part / switching, mW / internal [mW] / total (mW)
Sequential: 0.226 / 1.40 / 1.63
Clock: 0.529 / 0.745 / 1.27
Combinational: 1.01 / 0.611 / 1.62
==> critical path: stages <==
cell	delay (ns)
sky130_fd_sc_hd__clkdlybuf4s50_1	0.49
sky130_fd_sc_hd__inv_1	0.07
sky130_fd_sc_hd__ha_1	0.31
sky130_fd_sc_hd__a21o_1	0.18
sky130_fd_sc_hd__a21o_1	0.17
sky130_fd_sc_hd__a21oi_1	0.17
sky130_fd_sc_hd__o221ai_1	0.18
sky130_fd_sc_hd__a211oi_1	0.42
sky130_fd_sc_hd__o21ai_4	0.13
sky130_fd_sc_hd__and2_1	0.22
sky130_fd_sc_hd__nor2_1	0.68
sky130_fd_sc_hd__a22oi_1	0.21
sky130_fd_sc_hd__o21ai_0	0.19
==> cell type report <==
| type | instances | area share (%) |
|---|---|---|
| inverter | 105 | 1.817 |
| timing repair buffer | 134 | 5.783 |
| multi-input combinational | 1716 | 49.35 |
| clock buffer | 50 | 4.538 |
| sequential | 285 | 34.47 |
| clock inverter | 13 | 0.5659 |
| tap | 615 | 3.480 |
==> final timing paths <==
check                               startpoint                  end  slack, ns  cells after the start
setup reg to reg                   state_dy[0]        state_step[2]       5.48                     14
max in group asynchronous                reset         write_reg[5]       6.67                      3
min in group asynchronous                reset           state_y[1]       2.13                      2
hold reg to reg            multi_u1.data_b[19]  multi_u1.data_b[19]       0.49                      1
setup / recovery                   cdata_rd[5]         write_reg[5]       4.88                     13
hold / removal             multi_u1.data_b[19]  multi_u1.data_b[19]       0.49                      1
No activity file was given, so power comes from the tool's default toggle rates.
